<file path="design/flow/run.sh">
#!/bin/bash
# OpenROAD 26Q1-2900-gdf79404cd8, Yosys 0.63+post, stock flow scripts
make -C /OpenROAD-flow-scripts/flow DESIGN_CONFIG=/design/flow/config.mk WORK_HOME=/design/flow/orfs finish
</file>
<file path="design/flow/config.mk">
export PLATFORM = sky130hd
export DESIGN_NAME = MEM_WB
export DESIGN_NICKNAME = MEM_WB
export VERILOG_FILES = /design/flow/design.v
export SDC_FILE = /design/flow/constraint.sdc
export NUM_CORES = 4
export LEC_CHECK = 1
export CORE_UTILIZATION = 30
</file>
<file path="design/flow/constraint.sdc">
current_design MEM_WB

set clk_period 1.0
set clk_io_pct 0.2

create_clock -name clk0 -period $clk_period [get_ports {clk}]

set non_clock_inputs [all_inputs -no_clocks]
set_input_delay [expr $clk_period * $clk_io_pct] -clock clk0 $non_clock_inputs
set_output_delay [expr $clk_period * $clk_io_pct] -clock clk0 [all_outputs]
</file>
<file path="design/flow/design.v">
module MEM_WB (
    input         clk,
    input         flush,
    input         stall,
    input         PC2Reg_in,
    input         MemtoReg_in,
    input         RegWrite_in,
    input   [2:0] funct3_in,
    input   [4:0] rd_in,
    input  [31:0] rd_data_in,
    input  [31:0] Mem_out_in,
    output        PC2Reg_out,
    output        MemtoReg_out,
    output        RegWrite_out,
    output  [2:0] funct3_out,
    output  [4:0] rd_out,
    output [31:0] rd_data_out,
    output [31:0] Mem_out_out
);
    always@(posedge clk)begin
        if(flush) begin
            funct3_out     <= 3'b0;
            PC2Reg_out     <= 1'b0;
            MemtoReg_out   <= 1'b0;
            RegWrite_out   <= 1'b0;
            rd_out         <= 5'b0;
            Mem_out_out    <= 32'b0;
            rd_data_out    <= 32'b0;
        end
        else if(stall) begin
            funct3_out     <= funct3_out;
            PC2Reg_out     <= PC2Reg_out;
            MemtoReg_out   <= MemtoReg_out;
            RegWrite_out   <= RegWrite_out;
            rd_out         <= rd_out;
            Mem_out_out    <= Mem_out_out;
            rd_data_out    <= rd_data_out;
        end
        else begin
            funct3_out     <= funct3_in;
            PC2Reg_out     <= PC2Reg_in;
            MemtoReg_out   <= MemtoReg_in;
            RegWrite_out   <= RegWrite_in;
            rd_out         <= rd_in;
            Mem_out_out    <= Mem_out_in;
            rd_data_out    <= rd_data_in;
        end
    end
endmodule
</file>
==> results_dict.tcl <==
# flow metrics
set metrics [dict create \
    synth_area_per_cell_um2 11.2 \
    crit_family "flip-flops" \
    grt_usage_pct 13.9 \
    lay_top_cells "buf_2, dfxtp_2, mux2i_1, nor2_1, clkdlybuf4s50_1" \
    top_cell_area_share_pct 55.3 \
    synth_top_cell_by_area "dfxtp_1" \
    hold_class "primary input to flip-flop" \
    fin_worst_skew_ns 0 \
    p_clk_share_pct 38.1 \
    drive_above_1_share_pct 43.5 \
    cts_tree "done" \
    dieWidth_um 97.2 \
    insertion_delay_ns 0.34 \
    synth_warnings 22 \
    max_freq_mhz 1020 \
    cts-root-buf "clkbuf_8" \
    topCellsByArea "dfxtp_1, mux2i_1, nor2_1" \
    setup_viol 0 \
    rows 34 \
    h-tree-depth 3 \
    status "finished, final reports clean" \
    period_minus_slack_ns 0.976 \
    final_cells 510 \
    power.leakage_nw 2.08 \
    chipArea_um2 9440 \
    p_sw_share_pct 21.5 \
    critPathRequiredTime_ns 0.80 \
    slew_headroom_pct 86.0 \
    startpoint_type "flip-flop" \
    drt_iter0_markers 53 \
    max_stage_delay_ns 0.32 \
    die_h_um 97.2 \
    wl_per_cell_um 12.6 \
    dp.cells 492 \
    worstPathBufferInverterCount 1 \
    ys_cells 242 \
    grt_max_degree 40 \
    post-route-period-util_pct 97.6 \
    crit_chain "buf_2" \
    wl_um 6420 \
    fp_util_pct 31.0 \
    clk_path_buf_depth 2 \
    cap_violations 0 \
    slowest_stage "dfxtp_2" \
    power_frac_comb_pct 13.1 \
    pwr_density_cell_nw_per_um2 1580 \
    grt_pass1_wl_um 10600 \
    port_buffers 152 \
    lay_top_count "buf_2" \
    grt_pass1_vias 2148 \
    rsz0062_at_grt "yes" \
    hold_slack_ns 0.301 \
    route.detailed.drc 0 \
    path_max_fanout 2 \
    ys_ff 75 \
    diodes 0 \
    synth_cell_types 8 \
    vias_per_cell 4.30 \
    seq_power_share_pct 48.9 \
    path_clk_slew_ns 0.08 \
    switchingPower_mw 1.44 \
    netlist_instances 242 \
    via_count 2194 \
    gr-total-overflow 0 \
    crit_arrival_ns 0.78 \
    cellInternalPower_mw 5.26 \
    cts_made_buffers 9 \
    cts.sinks 75 \
    first_pass_iters 4 \
    place.gp.congestion 0.697 \
    antenna_left 0 \
    syn_to_final_growth_pct 56.0 \
    maxSlewViolCount 0 \
    ys_chip_area_um2 2720 \
    syn_area_um2 2720 \
    hpwl_um 4290 \
    worst_slew_pin_slew_ns 0.210 \
    synth_seq_share_pct 55.3 \
    endpoint_kind "output port" \
    design.core.area_um2 8760 \
    warnings 27 \
    antenna_found_initial 0 \
    irDropWorstVdd_mv 0.558 \
    worstSetupPathType "flip-flop to output port" \
    io_pins 153 \
    final-hold-violation-count 0 \
]
[Yosys cell counts (all sizes together)]
cell    instances
dfxtp          75
mux2i          75
nor2           75
buf            14
clkbuf          3
[cell type report]
class	instances	area, µm²
well taps	108	135
flip-flops and latches	75	1600
repair buffers	161	1260
fillers	835	4530
multi-input cells	150	1030
clock inverters	4	73.8
clock buffers	12	145
[worst paths after layout]
check | depth (start not counted) | to | start | slack, ns
setup / recovery | 1 | rd_data_out[19] | rd_data_out[19] | 0.02
hold / removal | 3 | rd_data_out[19] | flush | 0.30
setup reg to reg | 3 | rd_data_out[21] | rd_data_out[21] | 0.28
hold reg to reg | 2 | rd_out[2] | rd_out[2] | 0.48
[through the flow]
step	power, mW	util (%)	TNS (ns)	setup WS [ns]	instance area, µm²
2_1_floorplan	3.68	-	0	0.109	2720
3_3_place_gp	4.35	48.9	-0.00324	-0.00324	4290
3_5_place_dp	4.35	48.9	0	0.000109	4290
4_1_cts	6.82	48.3	-0.0103	-0.00713	4230
5_1_grt	7.03	48.4	-0.199	-0.0195	4240
6_report	6.70	48.4	0	0.0242	4240
[sequential cells by signal (all words and copies together) (netlist names)]
register / cells
Mem_out_out: 32
MemtoReg_out: 1
PC2Reg_out: 1
RegWrite_out: 1
funct3_out: 3
rd_data_out: 32
rd_out: 5
[cells by family (layout without fill, tap and decap cells)]
kind of cell	after synthesis	after routing	share of synthesized area, %
buf+inv	17	177	6.72
flops	75	75	55.3
simple gates	75	75	10.4
mux	75	75	27.6
[routing by layer]
metal  wire length [µm]  GRT usage [%]  share of wire (%)  up-vias
li1                   -              -                  -     1110
met1               3170           21.7                 49      979
met2               2600           20.0                 41       95
met3                537           3.51                8.4       10
met4                104           2.41                1.6        0
met5                  0              0                  0        -
[power by group through the flow]
stage / Clock [mW] / Combinational (mW) / Sequential, mW
finish: 2.55 / 0.875 / 3.27
global route: 2.76 / 0.964 / 3.30
CTS: 2.66 / 0.886 / 3.28
[what timing repair did]
| item | 4_1_cts | 5_1_grt |
|---|---|---|
| pin swaps | 0 | 0 |
| resized | 300 | 0 |
| setup buffers | 1 | 1 |
| hold buffers | 0 | 0 |
| endpoints found under the setup margin | 75 | 31 |
Power and IR drop assume default switching activity.
