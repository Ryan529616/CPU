==> /design/flow/run.sh <==
#!/bin/bash
# OpenROAD 26Q1-2900-gdf79404cd8, Yosys 0.63+post, stock flow scripts
make -C /OpenROAD-flow-scripts/flow DESIGN_CONFIG=/design/flow/config.mk WORK_HOME=/design/flow/orfs finish
==> /design/flow/config.mk <==
export PLATFORM = sky130hd
export DESIGN_NAME = RegFile
export DESIGN_NICKNAME = RegFile
export VERILOG_FILES = /design/flow/design.v
export SDC_FILE = /design/flow/constraint.sdc
export NUM_CORES = 4
export LEC_CHECK = 1
export CORE_UTILIZATION = 40
==> /design/flow/constraint.sdc <==
current_design RegFile

set clk_period 5.4
set clk_io_pct 0.2

create_clock -name clk0 -period $clk_period [get_ports {clk}]

set non_clock_inputs [all_inputs -no_clocks]
set_input_delay [expr $clk_period * $clk_io_pct] -clock clk0 $non_clock_inputs
set_output_delay [expr $clk_period * $clk_io_pct] -clock clk0 [all_outputs]
==> /design/flow/design.v <==
module RegFile(
    input           clk,
    input           rst,
    input           RegWrite,
    input   [4:0]   Read_register_1,
    input   [4:0]   Read_register_2,
    input   [4:0]   Write_register,
    input   [31:0]  Write_data,
    output  [31:0]  Read_data_1,
    output  [31:0]  Read_data_2
);
    integer i;
    reg [31:0] Registers [0:31];
    always @(posedge clk or posedge rst) begin
        if (rst) for (i = 0; i < 32; i = i + 1) Registers[i] <= 32'b0;
        else if (RegWrite) begin
            Registers[Write_register] <= Write_data;
            Registers[0] <= 32'b0;
        end
    end
    genvar idx;
generate
    for (idx = 0; idx < 32; idx = idx + 1) begin : expose_registers
        wire [31:0] debug_register = Registers[idx];
    end
endgenerate
    assign Read_data_1 = Registers[Read_register_1];
    assign Read_data_2 = Registers[Read_register_2];
endmodule
==> ds_physical_params.txt <==
Physical design parameters

Parameter                              Value

Run status
  Result of the run .................. finished, violations left
  Violated checks .................. negative setup slack

CTS
  Clock Tree Root .................. sky130_fd_sc_hd__clkbuf_16
  Sinks on the clock net .................. 992
  CTS buffer count .................. 111
  Buffer levels on the longest clock path .................. 3
  Clock H-tree levels .................. 3
  Clock latency reported for the late side of the worst-skew pair .................. 0.77 ns
  Post-cts hold buffer count .................. 0
  CTS clk-pin slew, worst paths .................. 0.06 ns
  CTS tree .................. built

Critical path
  Cell Chain, Critical Path .................. clkdlybuf4s50_1, buf_12, nor2b_4, and2_1, buf_4, a22oi_1, nand3_1, or4_1, clkdlybuf4s50_1
  Critical path required time .................. 4.32 ns
  Cell with the largest stage delay on the worst path .................. sky130_fd_sc_hd__clkdlybuf4s50_1
  Critical path fanouts, max .................. 18
  Cell occurring most often along the worst timing path .................. sky130_fd_sc_hd__clkdlybuf4s50_1
  Largest stage delay on the critical path .................. 0.54 ns
  Reg2Reg Setup Slack .................. 4.46 ns
  CP arrival .................. 4.35 ns
  Kind of end point of the critical path .................. output port
  Sort of element at the start of the critical path .................. input port
  Critical path class .................. in2out

Synth
  Average footprint of a synthesized cell .................. 11.9 um2
  Most repeated cell in the gate-level netlist after synthesis .................. sky130_fd_sc_hd__dfrtp_1
  Xor and xnor area share after synthesis .................. 0%
  Compound Share, Synth .................. 13.1%
  Syn Inst Count .................. 4254
  Count of synthesis-stage warnings from yosys .................. 2
  Cell types occupying the most area after synthesis .................. sky130_fd_sc_hd__dfrtp_1 49%, sky130_fd_sc_hd__mux2_2 22%, sky130_fd_sc_hd__a22oi_1 9.2%, sky130_fd_sc_hd__and3_1 4.4%, sky130_fd_sc_hd__clkbuf_1 2.5%
  Area share, top type .................. 49.2%
  Library cell occupying the most area in the post-synthesis netlist .................. sky130_fd_sc_hd__dfrtp_1
  Area reported by Yosys stat .................. 0.0505 mm2
  Main flop type .................. sky130_fd_sc_hd__dfrtp_1
  Total standard cell area after synthesis .................. 0.0505 mm2
  Most instantiated cells after synthesis .................. 992 x sky130_fd_sc_hd__dfrtp_1, 980 x sky130_fd_sc_hd__mux2_2, 619 x sky130_fd_sc_hd__a22oi_1
  Number of synthesized flops with an enable pin .................. 0
  Synthesis-stage register bit count .................. 992
  MUX area fraction .................. 22.8%
  Adder-cell share of the synthesized area .................. 0%
  Post-synthesis share of cell area spent on and, or, nand and nor gates .................. 11.2%
  Number of distinct library cell variants in the gate-level netlist after synthesis .................. 61
  Sequential-to-total area share from yosys stat .................. 49.2%
  Ys cells .................. 4254
  Largest family of logic cells by area .................. multiplexers
  Proportion of synthesized flip-flops having asynchronous set or reset .................. 100%

Pwr
  Leakage power .................. 27.8 nW
  Total power draw .................. 22.0 mW
  Switching share of power .................. 28.7%
  PD cells .................. 361 mW/mm2
  Logic gate share of total power .................. 14.2%
  Relative contribution of the clock network to total power .................. 38.9%
  Sw power .................. 6.31 mW
  Peak supply drop .................. 0.256 mV
  Sequential cell fraction of total power .................. 46.9%
  Total internal power .................. 15.6 mW

Detailed routing
  DRT antenna net count .................. 0
  Violation count after the first detailed-route iteration .................. 5075
  Via-per-instance ratio .................. 7.08
  Number of optimization iterations in the first detailed-route pass .................. 8
  DRC violation count after routing .................. 0
  Final wirelength .................. 263 mm
  Routed via count .................. 43900
  Wire length per cell .................. 42.3 um

Die
  FP Rows .................. 129
  Starting Density .................. 40.6%
  Chip height .................. 357 um
  Overall die width .................. 357 um
  Total Die Area .................. 0.128 mm2
  Core Area .................. 0.124 mm2
  I/O pin cnt .................. 114

Global route
  Pin count of the biggest net entering global routing .................. 110
  Number of global-route vias before repair .................. 43700
  Global-route total usage across every layer .................. 43.0%
  Grt ovf .................. 0
  Initial antenna violation count .................. 19
  Wire length of the first global-routing pass .................. 360 mm

Timing
  Max frequency .................. 184 MHz
  Final hold violation count .................. 0
  Worst slew pin tran .................. 1.18 ns
  Max-slew violations .................. 0
  Final critical path time including I/O delays and setup .................. 5.43 ns
  Post-route fraction of the period consumed by the critical path .................. 101%
  Final Worst Setup Slack .................. -0.0297 ns
  Max Clock Skew .................. 0 ns
  Tightest slew margin relative to the limit .................. 21.2%
  Number of setup violations in the final report .................. 3
  Setup repair after global routing missed its margin .................. no
  Final Hold Slack .................. 0.517 ns

Cells and area
  Layout overhead on the synthesized area .................. 20.6%
  Register with the highest flop count .................. Registers
  Proportion of layout cells with a drive suffix above 1 .................. 38.7%
  Top flop regs .................. Registers x992
  Utilization after layout .................. 48.9%
  Largest register FFs .................. 992

Placed design
  Count of buffers inserted at the top-level ports .................. 113
  Routability cong. .................. 1.04
  HPWL after detailed placement .................. 166 mm
  Worst slack at placement .................. -0.194 ns

Flow run
  Number of maximum-capacitance constraint violations .................. 0
  OpenROAD warning count .................. 31

Worst hold path
  Worst min path class .................. reg2reg
## placed cells by master, fill, tap and decap left out, types with 16 or more instances in the layout
master and instances:
sky130_fd_sc_hd__a2111oi_2 24, sky130_fd_sc_hd__buf_12 92, sky130_fd_sc_hd__buf_4 332, sky130_fd_sc_hd__clkdlybuf4s50_1 107
sky130_fd_sc_hd__nand3_1 182, sky130_fd_sc_hd__mux2_2 980, sky130_fd_sc_hd__a2111oi_0 70, sky130_fd_sc_hd__mux2i_1 16
sky130_fd_sc_hd__nand4_1 120, sky130_fd_sc_hd__diode_2 21, sky130_fd_sc_hd__clkbuf_16 113, sky130_fd_sc_hd__and3_1 355
sky130_fd_sc_hd__a22oi_1 619, sky130_fd_sc_hd__or4_1 57, sky130_fd_sc_hd__nor2_4 37, sky130_fd_sc_hd__a222oi_1 17
sky130_fd_sc_hd__clkbuf_8 21, sky130_fd_sc_hd__bufinv_16 20, sky130_fd_sc_hd__nand2_1 68, sky130_fd_sc_hd__dfrtp_1 992
sky130_fd_sc_hd__clkinv_2 27, sky130_fd_sc_hd__and2_2 23, sky130_fd_sc_hd__mux2_1 22
## timing repair
action / in CTS / in global routing
hold endpoints to repair: 0 / 0
gates resized: 11 / 18
setup buffers: 2 / 16
endpoints found under the setup margin: 9 / 36
pin swaps: 1 / 7
## power groups by stage
stage / clock network, mW / logic, mW / registers (mW)
4_1_cts: 8.56 / 3.06 / 10.2
5_1_grt: 8.85 / 3.31 / 10.4
6_report: 8.54 / 3.12 / 10.3
## through the flow
step	setup TNS [ns]	std cells	cell area, um2
2_1_floorplan	-9271.56	4254	50500
3_3_place_gp	-0.952	5954	56500
3_5_place_dp	-0.534	5954	56500
4_1_cts	0	6168	60600
5_1_grt	0	6185	60800
6_report	-0.0593	6205	60900
## worst paths after layout
path                                    start           endpoint  depth (start not counted)
max                        Read_register_2[3]    Read_data_2[28]                          9
min                          Registers[13][8]   Registers[13][8]                          1
max reg2reg                  Registers[3][13]   Registers[3][13]                          1
min reg2reg                  Registers[13][8]   Registers[13][8]                          1
max in group asynchronous                 rst    Registers[1][7]                          4
min in group asynchronous                 rst  Registers[19][21]                          2
## critical path, delay by kind of cell
family	cells	cell delay, ns
compound gates	1	0.15
buf+inv	4	1.66
simple gates	4	1.43
## final cells by class
| class | count | area (um2) |
|---|---|---|
| well taps | 1637 | 2050 |
| clock inverters | 65 | 921 |
| diodes | 21 | 52.6 |
| clock buffers | 147 | 3170 |
| repair buffers | 537 | 5450 |
| multi-input cells | 2803 | 24400 |
| flip-flops and latches | 992 | 24800 |
| inverters | 3 | 15.0 |
| fillers | 10900 | 63600 |
## cells by family (layout without fill, tap and decap cells)
logic type | count (synthesis) | in the layout
flip-flops | 992 | 992
buffers and inverters | 459 | 752
AND/OR/NAND/NOR | 967 | 967
multiplexers | 1020 | 1020
AND-OR/OR-AND | 816 | 816
other | 0 | 21
## per-layer routing
metal	GRT usage [%]	routed length [um]
met5	0.519	199
met4	23.7	17900
met3	23.4	39500
met2	57.3	108000
met1	56.5	96800
Power is estimated from default activity; no workload was simulated.
