`flow/run.sh`:
```
#!/bin/bash
# OpenROAD 26Q1-2900-gdf79404cd8, Yosys 0.63+post, stock flow scripts
make -C /OpenROAD-flow-scripts/flow DESIGN_CONFIG=/design/flow/config.mk WORK_HOME=/design/flow/orfs finish
```
`flow/config.mk`:
```
export PLATFORM = sky130hd
export DESIGN_NAME = ALU
export DESIGN_NICKNAME = ALU
export VERILOG_FILES = /design/flow/design.v
export SDC_FILE = /design/flow/constraint.sdc
export NUM_CORES = 4
export LEC_CHECK = 1
export CORE_UTILIZATION = 30
```
`flow/constraint.sdc`:
```
current_design ALU

set clk_period 15.5
set clk_io_pct 0.2

create_clock -name clk0 -period $clk_period

set non_clock_inputs [all_inputs -no_clocks]
set_input_delay [expr $clk_period * $clk_io_pct] -clock clk0 $non_clock_inputs
set_output_delay [expr $clk_period * $clk_io_pct] -clock clk0 [all_outputs]
```
`flow/design.v`:
```
`timescale 1ns/1ps
module ALU (
    input [4:0] ALUOp,
    input [31:0] rs1_data,
    input [31:0] rs2_data,
    output reg [31:0] rd_data,
    output reg Branch_ALU
);
    always @* begin
        rd_data = 32'b0;
        Branch_ALU = 1'b0;
        case(ALUOp)
            5'b00001: begin
                rd_data = rs1_data + rs2_data;
            end
            5'b00010: begin
                rd_data = rs1_data - rs2_data;
            end
            5'b00011:begin
                rd_data = rs1_data << rs2_data[4:0];
            end
            5'b00100:begin
                rd_data[0] = $signed(rs1_data) < $signed(rs2_data);
            end
            5'b00101:begin
                rd_data[0] = rs1_data < rs2_data;
            end
            5'b00110:begin
                rd_data = rs1_data ^ rs2_data;
            end
            5'b00111:begin
                rd_data = rs1_data >> rs2_data[4:0];
            end
            5'b01000:begin
                rd_data = $signed(rs1_data) >>> rs2_data[4:0];
            end
            5'b01001:begin
                rd_data = rs1_data | rs2_data;
            end
            5'b01010:begin
                rd_data = rs1_data & rs2_data;
            end
            5'b01011:begin
                if(rs1_data == rs2_data) Branch_ALU = 1'b1;
                else Branch_ALU = 1'b0;
            end
            5'b01100:begin
                if(rs1_data != rs2_data) Branch_ALU = 1'b1;
                else Branch_ALU = 1'b0;
            end
            5'b01101:begin
                if($signed(rs1_data) < $signed(rs2_data)) Branch_ALU = 1'b1;
                else Branch_ALU = 1'b0;
            end
            5'b01110:begin
                if($signed(rs1_data) >= $signed(rs2_data)) Branch_ALU = 1'b1;
                else Branch_ALU = 1'b0;
            end
            5'b01111:begin
                if(rs1_data < rs2_data) Branch_ALU = 1'b1;
                else Branch_ALU = 1'b0;
            end
            5'b10000:begin
                if(rs1_data >= rs2_data) Branch_ALU = 1'b1;
                else Branch_ALU = 1'b0;
            end
            5'b10001:begin
                rd_data = rs2_data;
            end
            default:begin
                rd_data = 32'b0;
                Branch_ALU = 1'b0;
            end
        endcase
    end
endmodule
```
==> Slide: Implementation Results <==
Implementation Results

Floorplanning
  • Die width: 173 um
  • FP Rows: 62
  • Fp util: 0.305
  • Die area: 0.0300 mm^2
  • Io pins: 102
  • Die Y-Extent: 173 um
  • Core box area: 0.0288 mm^2

Worst hold path
  • Hold WC Path Type: primary input to output port
  • Worst hold path startpoint: rs2_data[3]

Layout
  • Final Non-Filler Cells: 1812
  • Multi-input gate area: 0.00798 mm^2
  • Share of post-route cells with drive strength above 1: 0.0484
  • Synthesis-to-finish area growth: 14.3%
  • Seq Cell Count: 0
  • Flop area: 0 um^2
  • Final Core Density: 0.349
  • Final-layout clock buffer total: 0
  • # fillers: 3101
  • Post-route cell area: 0.0100 mm^2

Timing
  • Worst setup margin: 4350 ps
  • Final hold vios: 0
  • Setup violators final: 0
  • Final period utilization: 0.720
  • Pins Over Slew Limit: 0
  • Min cycle time layout: 11150 ps
  • Least-Margin Pin Slew: 1110 ps
  • TNS Setup: 0 ps
  • Hold_ws: 7170 ps
  • RSZ-0062 raised after global routing: false
  • Max Clk Rate: 89.7 MHz
  • Slew margin rel.: 0.243

Run status
  • Status: finished, final reports clean

Placement
  • IO Port Bufs: 102
  • Area after DPL: 0.0100 mm^2
  • Cell count after placement: 1810
  • Placer Congestion: 1.06
  • Worst slack, placed: 4450 ps
  • Post-DP HPWL: 36400 um

Critical path
  • Worst-path fanout max: 30
  • Worst setup SP type: primary input
  • WP data required: 12400 ps
  • Worst setup startpoint: rs2_data[4]
  • CP Class: primary input to output port
  • Worst Path Arrival: 8050 ps
  • Endpoint type of the worst setup path: output port

Route
  • Routed Antenna Nets: 0
  • Via/cell ratio: 6.30
  • Wire per inst: 25.4 um
  • DR pass1 iterations: 6
  • Initial DRC Count: 1437
  • Final WL: 46100 um
  • Via count: 11400
  • DRC errors left: 0

GRT
  • Vias in the first global route: 10300
  • First-pass GRT wire length: 67600 um
  • Initial antenna violation count: 0
  • Global Route Usage Sum: 0.302
  • Total grt overflow: 0
  • Largest net degree at the start of global routing: 75

Pwr
  • Leakage: 4.23 nW
  • PnR Total Power: 0.360 mW
  • Pwr Density: 35.9 mW/mm^2
  • Worst VDD drop: 0.0152 mV

Job
  • Max cap viols: 0
  • Log Warnings: 97

Yosys
  • Syn Area/Cell: 6.25 um^2
  • Yosys stat chip area: 0.00879 mm^2
  • Number of cells in Yosys stat: 1406
  • Synthesized netlist cell count: 1406
  • Synthesized cell area: 0.00879 mm^2
  • Seq share, synth: 0
  • Cell Type Count: 80
  • Synth warn: 1

Clock network
  • Post-CTS setup buffer count: 0
  • Cts hold-fix bufs: 0
  • Quantity of gates resized following cts: 0
synth_stat cells (13+ instances only):
library cell / instances / area (um^2)
nor3_1: 31 / 155
o21bai_1: 14 / 105
nor2_1: 163 / 612
ha_1: 97 / 1210
clkbuf_1: 78 / 293
a221oi_1: 26 / 228
buf_1: 13 / 48.8
o21ai_0: 89 / 445
o31ai_1: 21 / 158
inv_1: 92 / 345
o22ai_1: 17 / 106
nand3_1: 31 / 155
o21ai_1: 50 / 250
a211oi_1: 22 / 165
nand2b_1: 16 / 100
mux2i_1: 81 / 811
nand2_1: 140 / 526
a21o_1: 19 / 143
a21oi_1: 130 / 651
a22oi_1: 14 / 105
o211ai_1: 23 / 173
a31oi_1: 14 / 87.6
power by group:
part / internal [mW] / switching [mW] / total (mW) / leakage, nW
Sequential: 0 / 0 / 0 / 0
Combinational: 0.132 / 0.228 / 0.360 / 4.23
Clock: 0.00000000131 / 0 / 0.00000000132 / 0.0000127
critical path, stage by stage:
cell	delay (ps)
clkdlybuf4s50_1	480
buf_4	320
clkinv_1	430
ha_1	580
nor2_1	100
a211o_1	330
a2111oi_0	410
a211oi_1	180
o31ai_1	520
o221a_2	350
o21a_1	260
mux2i_1	210
o21ai_1	70
a211o_1	290
clkdlybuf4s50_1	390
final cells by class:
| cell class | count | area share |
|---|---|---|
| multi-input cells | 1197 | 0.795 |
| repair buffers | 126 | 0.118 |
| well taps | 384 | 0.0479 |
| inverters | 103 | 0.0385 |
| diodes | 2 | 0.000499 |
per-layer routing:
metal	part of all wire	vias up	GRT usage	wire length, um
met5	0	-	0	0
met4	0.025	0	0.0601	1140
met3	0.098	58	0.0509	4520
met2	0.43	648	0.453	19700
met1	0.45	5459	0.453	20700
li1	-	5251	-	-
final timing paths:
kind	endpoint	cells after the start
worst max-delay path	Branch_ALU	15
worst min-delay path	rd_data[25]	3
cell usage in the layout, fill, tap and decap left out, types with 14 or more instances in the layout:
master           Yosys  final
a211oi_1            22     22
a22oi_1             14     14
o21ai_0             89     89
mux2i_1             81     81
a31oi_1             14     14
nand3_1             31     31
nand2_1            140    140
ha_1                97     97
a21oi_1            130    130
o21bai_1            14     14
o211ai_1            23     23
o21ai_1             50     50
nand2b_1            16     16
nor3_1              31     30
inv_1               92     92
clkdlybuf4s50_1      0     98
a221oi_1            26     26
o31ai_1             21     21
a21o_1              19     19
nor2_1             163    162
o22ai_1             17     17
buf_4                3     25
cells by family after synthesis:
| kind of cell | Yosys count | synth area share |
|---|---|---|
| compound gates | 539 | 0.404 |
| simple gates | 454 | 0.231 |
| xor+xnor | 6 | 0.00598 |
| buf+inv | 209 | 0.0923 |
| mux | 99 | 0.124 |
| fa+ha+maj | 99 | 0.143 |
No activity file was given, so power comes from the tool's default toggle rates.
