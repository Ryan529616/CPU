==> design/flow/design.v <==
module ID_EX (
    input clk,
    input flush,
    input stall,
    input   [4:0] rs1_in,
    input   [4:0] rs2_in,
    input   [4:0] rd_in,
    input   [2:0] funct3_in,
    input [31:0] pc_in,
    input [31:0] Read_data_1_in,
    input [31:0] Read_data_2_in,
    input [31:0] imm_in,
    output   [4:0] rs1_out,
    output   [4:0] rs2_out,
    output   [4:0] rd_out,
    output   [2:0] funct3_out,
    output [31:0] pc_out,
    output [31:0] Read_data_1_out,
    output [31:0] Read_data_2_out,
    output [31:0] imm_out,
    input         Branch_in,
    input         MemREAD_in,
    input         MemtoReg_in,
    input   [1:0] MemWrite_in,
    input         ALUSrc_in,
    input         RegWrite_in,
    input   [4:0] ALUOp_in,
    input         PC2Reg_in,
    output        Branch_out,
    output        MemREAD_out,
    output        MemtoReg_out,
    output  [1:0] MemWrite_out,
    output        ALUSrc_out,
    output        RegWrite_out,
    output  [4:0] ALUOp_out,
    output        PC2Reg_out
);
    always@(posedge clk)begin
        if(flush) begin
            rs1_out         <= 5'b0;
            rs2_out         <= 5'b0;
            rd_out          <= 5'b0;
            funct3_out      <= 3'b0;
            pc_out          <= 32'b0;
            Read_data_1_out <= 32'b0;
            Read_data_2_out <= 32'b0;
            imm_out         <= 32'b0;
            MemREAD_out     <= 1'b0;
            MemWrite_out    <= 1'b0;
            MemtoReg_out    <= 1'b0;
            ALUSrc_out      <= 1'b0;
            RegWrite_out    <= 1'b0;
            ALUOp_out       <= 5'b0;
            PC2Reg_out      <= 1'b0;
        end
        else if(stall) begin
            rs1_out         <= rs1_out;
            rs2_out         <= rs2_out;
            rd_out          <= rd_out;
            funct3_out      <= funct3_out;
            pc_out          <= pc_out;
            Read_data_1_out <= Read_data_1_out;
            Read_data_2_out <= Read_data_2_out;
            imm_out         <= imm_out;
            MemREAD_out     <= MemREAD_out;
            MemWrite_out    <= MemWrite_out;
            MemtoReg_out    <= MemtoReg_out;
            ALUSrc_out      <= ALUSrc_out;
            RegWrite_out    <= RegWrite_out;
            ALUOp_out       <= ALUOp_out;
            PC2Reg_out      <= PC2Reg_out;
        end
        else begin
            rs1_out         <= rs1_in;
            rs2_out         <= rs2_in;
            rd_out          <= rd_in;
            funct3_out      <= funct3_in;
            pc_out          <= pc_in;
            Read_data_1_out <= Read_data_1_in;
            Read_data_2_out <= Read_data_2_in;
            imm_out         <= imm_in;
            MemREAD_out     <= MemREAD_in;
            MemWrite_out    <= MemWrite_in;
            MemtoReg_out    <= MemtoReg_in;
            ALUSrc_out      <= ALUSrc_in;
            RegWrite_out    <= RegWrite_in;
            ALUOp_out       <= ALUOp_in;
            PC2Reg_out      <= PC2Reg_in;
        end
    end
endmodule
==> design/flow/run.sh <==
#!/bin/bash
# OpenROAD 26Q1-2900-gdf79404cd8, Yosys 0.63+post, stock flow scripts
make -C /OpenROAD-flow-scripts/flow DESIGN_CONFIG=/design/flow/config.mk WORK_HOME=/design/flow/orfs finish
==> design/flow/config.mk <==
export PLATFORM = sky130hd
export DESIGN_NAME = ID_EX
export DESIGN_NICKNAME = ID_EX
export VERILOG_FILES = /design/flow/design.v
export SDC_FILE = /design/flow/constraint.sdc
export NUM_CORES = 4
export LEC_CHECK = 1
export CORE_UTILIZATION = 30
==> design/flow/constraint.sdc <==
current_design ID_EX

set clk_period 1.0
set clk_io_pct 0.2

create_clock -name clk0 -period $clk_period [get_ports {clk}]

set non_clock_inputs [all_inputs -no_clocks]
set_input_delay [expr $clk_period * $clk_io_pct] -clock clk0 $non_clock_inputs
set_output_delay [expr $clk_period * $clk_io_pct] -clock clk0 [all_outputs]
==> flow_summary.ini <==
; implementation run metrics
[final_timing]
finalMaxSlewViolations = 0
rsz0062_at_grt = true
skew_ns = 0
fin_ws_ns = -0.0453
fin_crit_sh_pct = 105
max_freq_ghz = 0.957
finalHoldViolCount = 0
hold_ws_ns = 0.221
setup_viol = 158
finalCriticalPeriod_ns = 1.05

[placed_design]
gp_congestion = 0.803
placedCellCount = 1042
place_ws_ns = -0.122
post-dp-hpwl_mm = 11.6
portBuffers = 318

[route]
avgRoutedWirePerCell_um = 14.7
finalWirelength_mm = 15.9
vias = 4668
num_antenna_cells = 0
antenna_left = 0
detail_route.iter0.violations = 126
firstDrtPassIters = 4
drc = 0
vias_per_cell = 4.31

[synth]
yosys_warnings = 47
simple_gate_area_share_pct = 10.5
xor_area_share_pct = 0
top_cell_area_share_pct = 55.7
synthCells = 512
top_cells_by_count = dfxtp_1, mux2i_1, nor2_1
ys_sh_aoi_pct = 0
ys_sh_mux_pct = 27.9
yosys.area.top_type = dfxtp_1
ys_seq_share_pct = 55.7
yosysUniqueCellTypes = 11
synth.area.top_cells = dfxtp_1, mux2i_1, nor2_1
ys.flops = 158
synth_area_um2 = 5670
synth-edff-count = 0
synthFlopType = dfxtp_1
async_flop_share_pct = 0
syn_avg_cell_area_um2 = 11.1
synth.cellmix.adderShare_pct = 0
yosysCellCount = 512
logic_family = multiplexers
ys_chip_area_um2 = 5670

[global_routing]
grt_pass1_wl_mm = 24.5
gr-total-overflow = 0
antenna_found_initial = 0
track_usage_pct = 16.4
grt_max_degree = 65
first_global_vias = 4511

[floorplanning]
io_pins = 321
rows = 49
chipArea_um2 = 19500
initial_core_util_pct = 31.1
die_x_um = 140
core_um2 = 18300
die.size.y_um = 140

[final_layout]
final_core_util_pct = 50.0
nFillCells = 1623
fin_cells = 1082
drive_gt1_share_pct = 44.2
areaGrowthSynthToFinish_pct = 60.9

[critical_path]
critPathKind = flop to output port
cp_top_family = flip-flops
reg2reg_slack_ns = 0.26
crit_fanout = 2
reg2regPathDepth = 3
slowest_delay_ns = 0.32
required_ns = 0.80
worstReg2RegStart = rs2_out[1]$_SDFFE_PP0N_
arrival_ns = 0.85
startpoint_type = flop
crit_path_end_kind = output port
rr_endpoint = rs2_out[1]$_SDFFE_PP0N_
cp_slowest_cell = dfxtp_2
crit_chain = buf_2
critPathBufInv = 1

[hold_path]
hold_end = PC2Reg_out$_SDFFE_PP0N_
min_delay_path_depth = 3
hold_path.class = input port to flop
min-delay-start = flush

[outcome]
status = complete, but fails checks
violations = negative setup slack

[cts]
cts_tree = done
root_buffer = clkbuf_16
cts_buffer_depth = 2
cts_made_buffers = 17
numClockSinks = 158
clk_latency_ns = 0.41
clk_pin_slew_worst_paths_ns = 0.06
htreeDepth = 4

[job]
warnings = 28
cap_violations = 0

[pwr]
leakagePower_nw = 4.47
p_per_area_nw_per_um2 = 1650
vdd_drop_max_uv = 1130
power by group:
group          switching [mW]  internal, mW  leakage, nW
logic                   0.659          1.27         2.84
clock network            2.56          3.67        0.269
registers               0.172          6.75         1.36
total                    3.39          11.7         4.47
cell families after synthesis:
kind of cell  count (synthesis)
buf+inv                      37
flops                       158
mux                         158
other cells                   1
simple gates                158
flip-flops by register name, indices dropped and copies added, names as in the netlist, 2 cells and up:
signal	flops
rd_out	5
rs1_out	5
MemWrite_out	2
imm_out	32
Read_data_1_out	32
ALUOp_out	5
rs2_out	5
funct3_out	3
pc_out	32
Read_data_2_out	32
cells in the final DEF (no fill, tap or decap), types with 4 or more instances in the layout:
cell	n
nor2_1	158
clkdlybuf4s50_1	158
buf_4	23
buf_6	6
clkinvlp_4	4
dfxtp_2	158
mux2i_1	158
buf_12	7
clkbuf_16	17
buf_2	152
layer usage:
layer  global-route usage, %  vias up  share of wire [%]  wire length [um]
met4                    2.60        0                1.5               231
met1                    20.7     2122                 41              6580
met5                       0        -                  0                 0
li1                        -     2343                  -                 -
met2                    27.9      192                 48              7640
met3                    5.47       11                9.0              1430
worst reg2reg max path, delay by kind of cell (launching register included):
family / cells / cell delay, ns
buffers and inverters: 1 / 0.12
flip-flops: 1 / 0.32
multiplexers: 1 / 0.14
AND/OR/NAND/NOR: 1 / 0.05
stage by stage:
step           power [mW]  instance area [um2]  TNS, ns
2_1_floorplan        7.72                 5670        0
3_3_place_gp         9.20                 9050    -5.07
3_5_place_dp         9.23                 9050    -8.90
4_1_cts              15.3                 9080    -8.43
5_1_grt              15.8                 9130   -11.68
6_report             15.1                 9130    -4.81
worst max-delay path by stage:
stage | from | to | slack (ns) | cells after the start
4_1_cts | pc_out[23]$_SDFFE_PP0N_ | pc_out[23] | -0.07 | 1
5_1_grt | pc_out[23]$_SDFFE_PP0N_ | pc_out[23] | -0.10 | 1
6_report | pc_out[23]$_SDFFE_PP0N_ | pc_out[23] | -0.05 | 1
cell type report:
| type | count | area, um2 | area share, % |
|---|---|---|---|
| clock inverter | 13 | 140 | 1.53 |
| clock buffer | 18 | 429 | 4.70 |
| tap | 229 | 287 | 3.14 |
| multi-input combinational | 317 | 2180 | 23.9 |
| sequential | 158 | 3360 | 36.8 |
| timing repair buffer | 347 | 2740 | 30.0 |
timing repair:
item	CTS	global route
hold endpoints to repair	0	0
setup buffers	5	4
hold buffers	0	0
gates resized	660	3
endpoints found under the setup margin	158	158
gates cloned	0	0
Power is estimated from default activity; no workload was simulated.
