## flow/config.mk

```make
export PLATFORM = sky130hd
export DESIGN_NAME = EX_MEM
export DESIGN_NICKNAME = EX_MEM
export VERILOG_FILES = /design/flow/design.v
export SDC_FILE = /design/flow/constraint.sdc
export NUM_CORES = 4
export LEC_CHECK = 1
export CORE_UTILIZATION = 40
```

## flow/constraint.sdc

```tcl
current_design EX_MEM

set clk_period 1.0
set clk_io_pct 0.2

create_clock -name clk0 -period $clk_period [get_ports {clk}]

set non_clock_inputs [all_inputs -no_clocks]
set_input_delay [expr $clk_period * $clk_io_pct] -clock clk0 $non_clock_inputs
set_output_delay [expr $clk_period * $clk_io_pct] -clock clk0 [all_outputs]
```

## flow/design.v

```verilog
module EX_MEM (
    input         clk,
    input         flush,
    input         MemRead_in,
    input  [1:0]  MemWrite_in,
    input  [31:0] Read_data_2_in,
    input  [31:0] rd_data_in,
    output [31:0] MemRead_out,
    output [1:0]  MemWrite_out,
    output [31:0] Read_data_2_out,
    output [31:0] rd_data_out
);
    always@(posedge clk)begin
        if(flush) begin
            MemRead_out     <= 1'b0;
            MemWrite_out    <= 1'b0;
            Read_data_2_out <= 32'b0;
            rd_data_out     <= 32'b0;
        end
        else begin
            MemRead_out     <= MemRead_in;
            MemWrite_out    <= MemWrite_in;
            Read_data_2_out <= Read_data_2_in;
            rd_data_out     <= rd_data_in;
        end
    end
endmodule
```

## flow/run.sh

```bash
#!/bin/bash
# OpenROAD 26Q1-2900-gdf79404cd8, Yosys 0.63+post, stock flow scripts
make -C /OpenROAD-flow-scripts/flow DESIGN_CONFIG=/design/flow/config.mk WORK_HOME=/design/flow/orfs finish
```

==> impl_metrics.toml <==
# implementation run metrics
[place]
place_ws_ns = 0.0218
port_buffers = 135
detailedPlacementHpwl_um = 3110
gp_congestion = 0.763
detailed_place.area_sq_um = 3330

[critical_path]
setup.worst_path.end_class = "primary output"
signal_arrival_time_at_the_worst_endpoint_ns = 0.75
crit_path_slowest_cell = "sky130_fd_sc_hd__dfxtp_2"
critical_path.startpoint_type = "register"
critical_path.top_delay_family = "flip-flops"
stage_delay_of_the_slowest_cell_on_the_critical_path_ns = 0.31
path_buffers = 1
worst_ep_required_time_ns = 0.80
worst-path-max-fanout = 1
cp_cell_sequence = "buf_2"
crit_type = "reg2out"

[timing]
rsz_0062_raised_after_global_routing = "false"
final_hold_viols = 0
report.final.slew_viol_count = 0
layout_setup_ws_ns = 0.0526
finalClockPeriodUsage_pct = 94.7
tns_ns = 0
finalSetupViolations = 0
final_period_minus_worst_setup_slack_ns = 0.947
timing.fmax_mhz = 1060

[logic_synthesis]
synth.lib_cells_used.distinct = 6
synth_top_area_share_pct = 65.3
synth.largest_area_cell = "sky130_fd_sc_hd__dfxtp_1"
synth-seq-area-share_pct = 65.3
syn-mean-instance-area_sq_um = 11.9
yosys-stat-area_sq_um = 2050
yosysWarnings = 9
synthesis.instances = 173
synth.cell_area_sq_um = 2050
area_leaders = "sky130_fd_sc_hd__dfxtp_1, sky130_fd_sc_hd__nor2b_1, sky130_fd_sc_hd__buf_4, sky130_fd_sc_hd__buf_6, sky130_fd_sc_hd__buf_2"
synth_flops = 67
yosys-stat-cells = 173

[clock_tree]
tritoncts = "yes"
clk_transition_reported_paths_ns = 0.06
cts_buffers = 9
post_cts_buffers = 0
ctsRootBufferMaster = "sky130_fd_sc_hd__clkbuf_8"
cts.path.max_buffers = 2
tritoncts_num_sinks = 67
h-tree-depth = 3

[floorplan]
die_y_um = 73.6
io_pins = 167
fp.dieArea_sq_um = 5420
initCoreUtil_pct = 42.6
row_count = 25
die-width_um = 73.6
core_area_sq_um = 4820

[pwr]
internal_power_uw = 4220
clkPwrFrac_pct = 36.8
vdd_ir_max_v = 0.000809
share_comb_of_total_power_pct = 9.5
power.switching_fraction_pct = 20.3
p_per_area_nw_per_um2 = 1660
switchingPower_uw = 1080
seq_power_share_pct = 53.6
p_leak_uw = 0.00150

[routing]
num_vias = 1437
route.detailed.vias_per_inst = 3.73
detailedRoute.firstIterationViolations = 52
routed_wirelength_um = 4310
post-route-drc-count = 0
drt.antenna.violating_nets = 0
num_antenna_cells = 0
drt-pass1-iter-count = 4
routedWlPerCell_um = 11.2

[global_routing]
grt_start_max_net_pins = 44
grt_antenna_before_repair = 0
global_route.usage.total_pct = 15.2
grt_overflow_total = 0
first_global_vias = 1189
global_route_wire_length_before_repair_um = 5980

[final_layout]
most_frequent_logic_cells_in_the_routed_design = "sky130_fd_sc_hd__buf_2, sky130_fd_sc_hd__nor2b_1, sky130_fd_sc_hd__clkdlybuf4s50_1"
end_of_flow_core_utilization_pct = 66.1
postLayoutCellArea_sq_um = 3180
mostFrequentLayoutCell = "sky130_fd_sc_hd__buf_2"
post_route_cells_drive_above_1_share_pct = 28.0
area_delta_synth_final_pct = 55.0

[run_status]
run_status = "finished clean"

[worst_hold_path]
min-delay-path-class = "in2reg"

[job]
stage_log_warnings = 26
maxCapViolCount = 0
==> what timing repair did <==
item / 4_1_cts / 5_1_grt
setup endpoints to repair: 67 / 0
resized: 205 / 0
hold buffers: 0 / 0
==> cell usage after synthesis <==
library cell,number
sky130_fd_sc_hd__buf_2,3
sky130_fd_sc_hd__buf_4,32
sky130_fd_sc_hd__buf_6,3
sky130_fd_sc_hd__conb_1,1
sky130_fd_sc_hd__dfxtp_1,67
sky130_fd_sc_hd__nor2b_1,67
==> registers in the layout, indices dropped and copies added (netlist names) <==
name             flops
MemRead_out          1
rd_data_out         32
Read_data_2_out     32
MemWrite_out         2
==> per-stage QoR <==
| stage | hold slack (ns) | cells | power, uW |
|---|---|---|---|
| after detailed placement | 0.652 | 369 | 3550 |
| after CTS | 0.291 | 385 | 5370 |
| final | 0.297 | 385 | 5290 |
| after global routing | 0.317 | 385 | 5570 |
| after floorplan | 0.328 | 203 | 3090 |
| after global placement | 0.650 | 369 | 3540 |
==> kinds of logic after synthesis <==
family        after synthesis  share of synthesized area [%]
simple gates               67                           20.4
other cells                 1                          0.183
buf+inv                    38                           14.1
flops                      67                           65.3
==> worst paths after layout <==
kind,startpoint,to,slack (ns),cells past startpoint
worst max-delay path,rd_data_out[0]$_SDFF_PP0_,rd_data_out[0],0.05,1
worst min-delay path,flush,rd_data_out[0]$_SDFF_PP0_,0.30,3
==> per-layer routing <==
metal | vias to the layer above | track usage [%] | part of all wire (%)
li1 | 733 | - | -
met1 | 589 | 20.2 | 40
met2 | 106 | 23.8 | 43
met3 | 9 | 6.10 | 14
met4 | 0 | 3.85 | 2.3
met5 | - | 0 | 0
==> power groups by stage <==
stage / clock network [uW] / logic (uW) / registers [uW]
final: 1950 / 505 / 2840
after global routing: 2160 / 558 / 2850
after CTS: 2020 / 514 / 2840
==> cell type report <==
cell class | instances | area (sq um)
fillers | 437 | 1640
flip-flops and latches | 67 | 1350
repair buffers | 137 | 1040
multi-input cells | 98 | 536
clock buffers | 11 | 151
well taps | 67 | 83.8
clock inverters | 5 | 27.5
No activity file was given, so power comes from the tool's default toggle rates.
